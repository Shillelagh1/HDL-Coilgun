### design/flow/config.mk
export PLATFORM = sky130hd
export DESIGN_NAME = cg_top
export DESIGN_NICKNAME = cg_top
export VERILOG_FILES = /design/flow/design.v
export SDC_FILE = /design/flow/constraint.sdc
export NUM_CORES = 4
export LEC_CHECK = 1
export CORE_UTILIZATION = 30
### design/flow/constraint.sdc
current_design cg_top

set clk_period 5.7
set clk_io_pct 0.2

create_clock -name clk0 -period $clk_period [get_ports {I_mclk}]

set non_clock_inputs [all_inputs -no_clocks]
set_input_delay [expr $clk_period * $clk_io_pct] -clock clk0 $non_clock_inputs
set_output_delay [expr $clk_period * $clk_io_pct] -clock clk0 [all_outputs]
### design/flow/design.v
module cg_core(
input clk,
input I_TRIG,
input I_GATE,
input I_RST,
output O_EXT,
output O_SOE,
input[23:0] I_LMT,
input[23:0] I_DLY,
input I_OE,                  
input I_EN,                  
input I_DDS,                 
input I_LDS,                 
input I_LEN,                 
output O_RTE,                
output[23:0] O_ACC
);
    reg[23:0] R_ACC = 0;     
    reg R_SOE = 0;           
    reg R_CD = 0;            
    reg R_CDIV = 0;          
    reg R_I_TRIG = 0;        
    reg R_I_GATE = 0;        
    reg R_I_RST = 0;         
    assign O_EXT = !R_SOE & R_CD & I_EN;
    assign O_SOE = R_SOE & R_CD & I_OE & I_EN;
    assign O_RTE = (R_ACC >= I_LMT) & R_CD & I_LEN;
    assign O_ACC = R_ACC;
    always @(posedge clk) begin
        R_CDIV <= !R_CDIV;
        R_I_RST <= I_RST;
        R_I_TRIG <= I_TRIG;
        R_I_GATE <= I_GATE;
        if ((!R_I_RST && I_RST)) begin
            R_SOE <= 0;
            R_CD <= 0;
            R_CDIV <= 0;
            R_ACC <= 0;
            R_I_TRIG <= 0;
            R_I_GATE <= 0;
        end
        if ((!R_I_TRIG && I_TRIG) & I_EN & !R_SOE) begin
            R_SOE <= 1;
            R_CD <= 0;
            R_CDIV <= 0;
            R_ACC <= I_DLY;
        end
        if ((!R_I_GATE && I_GATE) & R_SOE) begin
            R_SOE <= 0;
        end
        if (R_SOE && (R_CDIV || (R_CD ? I_LDS : I_DDS))) begin
            if (R_CD) begin
                R_ACC <= R_ACC + 1;
                if (R_ACC >= I_LMT && I_LEN) begin
                    R_SOE <= 0;
                end
            end 
            if (!R_CD) begin
                if (R_ACC <= 0) begin
                    R_CD <= 1;
                end else begin
                    R_ACC <= R_ACC - 1;
                end
            end
        end
    end
endmodule
module clkdiv 
#(
    parameter W = 3
)
(
input I_clk,
output O_clk
);
    reg[(W-1) : 0] R_count = 0;
    reg D = 0;
    assign O_clk = D;
    always @(posedge I_clk) begin
        R_count <= R_count + 1;
        if (R_count == 0) begin
            D <= !D;
        end
    end
endmodule
module i2c_core(
input I_scl,             
input I_sda,             
output O_sda,            
output OE_sda,           
input I_clk,             
input[3:0] I_myaddr,     
output[7:0] O_creg,      
output[23:0] O_dly,      
output[23:0] O_lmt,      
input[7:0] I_eflg,       
input[23:0] I_acc        
);
    localparam ADDR_CREG = 8'd0;     
    localparam ADDR_EFLG = 8'd1;     
    localparam ADDR_ACC = 8'd2;      
    localparam ADDR_DLY = 8'd3;      
    localparam ADDR_LMT = 8'd4;      
    localparam STATE_RDADDR = 8'd0;
    localparam STATE_SENDACK = 8'd1;
    localparam STATE_WRITE_RDADDR = 8'd2;
    localparam STATE_WRITE_REGACK = 8'd5;
    localparam STATE_WRITE = 8'd3;
    localparam STATE_WRITE_DATACK = 8'd7;
    localparam STATE_READ = 8'd4;
    localparam STATE_READ_ACK = 8'd6;
    reg R_started = 0;
    reg[7:0] R_state = 0;
    reg[7:0] R_count = 0;
    reg[7:0] R_addr = 0;     
    reg[7:0] R_regaddr = 0;
    reg[2:0] R_I_scl = 0;
    reg R_I_sda = 0;
    reg R_O_sda = 0;    
    reg R_OE_sda = 0;
    assign O_sda = R_O_sda;
    assign OE_sda = R_OE_sda;
    reg[7:0] U_creg = 0;
    reg[23:0] U_dly = 0;
    reg[23:0] U_lmt = 0;
    assign O_creg = U_creg;
    assign O_dly = U_dly;
    assign O_lmt = U_lmt;
    always @(posedge I_clk) begin
        R_I_scl <= {R_I_scl[1:0], I_scl};
        R_I_sda <= I_sda;
        if ((R_I_sda & !I_sda) & I_scl) begin
            R_started <= 1;
            R_addr <= 0;
            R_state <= STATE_RDADDR;
            R_count <= 7;
        end
        if ((!R_I_sda & I_sda) & I_scl) begin
            R_started <= 0;
        end
        if ((R_I_scl == 3'b011) & R_started) begin
            case(R_state)
                STATE_RDADDR: begin
                    R_addr[R_count] <= I_sda;
                    if (R_count == 0) begin
                        if (R_addr[7:1] == {I_myaddr, 3'b100}) begin
                            R_state <= STATE_SENDACK;
                        end else begin
                            R_started <= 0;
                        end
                    end else begin
                        R_count <= R_count - 1;
                    end
                end
                STATE_SENDACK: begin
                    if (R_addr[0] == 0) begin
                        R_count <= 7;
                        R_state <= STATE_WRITE_RDADDR;
                    end else begin
                        case(R_regaddr)
                            ADDR_CREG: begin
                                R_count <= 7;
                                R_state <= STATE_READ;
                            end
                            ADDR_EFLG: begin
                                R_count <= 7;
                                R_state <= STATE_READ;
                            end
                            ADDR_ACC: begin
                                R_count <= 23;
                                R_state <= STATE_READ;
                            end
                            ADDR_DLY: begin
                                R_count <= 23;
                                R_state <= STATE_READ;
                            end
                            ADDR_LMT: begin
                                R_count <= 23;
                                R_state <= STATE_READ;
                            end
                            default: begin
                                R_state <= 0;
                                R_started <= 0;
                            end
                        endcase
                    end
                end
                STATE_WRITE_RDADDR: begin
                    R_regaddr[R_count] <= I_sda;
                    if (R_count == 0) begin
                        case(R_regaddr)
                            ADDR_CREG: begin
                                R_count <= 7;
                                R_state <= STATE_WRITE_REGACK;
                            end
                            ADDR_ACC: begin
                                R_count <= 0;
                                R_state <= STATE_WRITE_REGACK;
                            end
                            ADDR_LMT: begin
                                R_count <= 23;
                                R_state <= STATE_WRITE_REGACK;
                            end
                            ADDR_DLY: begin
                                R_count <= 23;
                                R_state <= STATE_WRITE_REGACK;
                            end
                            default: begin
                                R_state <= STATE_RDADDR;
                                R_started <= 0;
                            end
                        endcase
                    end else begin
                        R_count <= R_count - 1;
                    end
                end
                STATE_WRITE_REGACK: begin
                    R_state <= STATE_WRITE;
                end
                STATE_WRITE: begin
                    case(R_regaddr)
                        ADDR_CREG: begin
                            U_creg[R_count] <= I_sda;
                        end
                        ADDR_DLY: begin
                            U_dly[R_count] <= I_sda;
                        end
                        ADDR_LMT: begin
                            U_lmt[R_count] <= I_sda;
                        end
                    endcase
                    R_count <= R_count - 1;
                    if (R_count[2:0] == 0) begin
                        R_state <= STATE_WRITE_DATACK;
                    end
                end
                STATE_WRITE_DATACK: begin
                    if (R_count == 0) begin
                        R_started <= 0;
                        R_state <= STATE_RDADDR;
                    end else begin
                        R_state <= STATE_WRITE;
                    end
                end
                STATE_READ: begin
                    R_count <= R_count - 1;
                    if (R_count[2:0] == 0) begin
                        R_state <= STATE_READ_ACK;
                    end
                end
                STATE_READ_ACK: begin
                    if (!I_sda) begin
                        R_state <= STATE_READ;
                    end else begin
                        R_started <= 0;
                    end
                end
            endcase
        end
        if ((R_I_scl & !I_scl) & R_started) begin
            case(R_state)
                STATE_RDADDR: begin
                    R_O_sda <= 1;    
                    R_OE_sda <= 0;
                end
                STATE_SENDACK: begin
                    R_O_sda <= 0;    
                    R_OE_sda <= 1;
                end
                STATE_WRITE_RDADDR: begin
                    R_O_sda <= 1;    
                    R_OE_sda <= 0;
                end
                STATE_WRITE_REGACK: begin
                    R_O_sda <= 0;    
                    R_OE_sda <= 1;
                end
                STATE_WRITE: begin
                    R_O_sda <= 1;
                    R_OE_sda <= 0;                   
                end
                STATE_WRITE_DATACK: begin
                    R_O_sda <= 0;    
                    R_OE_sda <= 1;
                end
                STATE_READ: begin
                    R_OE_sda <= 1;
                    case(R_regaddr)
                        ADDR_CREG: begin
                            R_O_sda <= U_creg[R_count];
                        end
                        ADDR_EFLG: begin
                            R_O_sda <= I_eflg[R_count];
                        end
                        ADDR_ACC: begin
                            R_O_sda <= I_acc[R_count];
                        end
                        ADDR_DLY: begin
                            R_O_sda <= U_dly[R_count];
                        end
                        ADDR_LMT: begin
                            R_O_sda <= U_lmt[R_count];
                        end
                    endcase
                end
                STATE_READ_ACK: begin
                    R_OE_sda <= 0;
                end
            endcase
        end
    end
endmodule
module cg_top(
inout IO_sda,
input I_scl,
input I_mclk,
input I_trig,
input I_gate,
input I_reset,
output O_ext,
output O_soe
);
    localparam MY_SUBADDR = 4'b0010;
    wire 
        O_sda, 
        OE_sda, 
        O_soe, 
        I2C_clk;
    wire[7:0] 
        creg, 
        eflg;
    wire[23:0] 
        acc, 
        dly, 
        lmt;
    cg_core CGC(
        .clk(I_mclk),
        .I_TRIG(I_trig),
        .I_GATE(I_gate),
        .I_RST(I_reset),
        .O_EXT(O_ext),
        .O_SOE(O_soe),
        .I_LMT(lmt),
        .I_DLY(dly),
        .O_ACC(acc),
        .I_EN(creg[0]),
        .I_OE(creg[1]),
        .I_LEN(creg[2]),
        .I_DDS(creg[3]),
        .I_LDS(creg[4])
    );
    i2c_core I2C(
        .I_scl(I_scl),
        .I_sda(IO_sda),
        .O_sda(O_sda),
        .OE_sda(OE_sda),
        .I_clk(I2C_clk),
        .I_myaddr(MY_SUBADDR),
        .O_creg(creg),
        .O_dly(dly),
        .O_lmt(lmt),
        .I_eflg(eflg),
        .I_acc(acc)
    );
    clkdiv I2C_clkdiv(
        .I_clk(I_mclk),
        .O_clk(I2C_clk)
    );
endmodule
### design/flow/run.sh
#!/bin/bash
# OpenROAD 26Q1-2900-gdf79404cd8, Yosys 0.63+post, stock flow scripts
make -C /OpenROAD-flow-scripts/flow DESIGN_CONFIG=/design/flow/config.mk WORK_HOME=/design/flow/orfs finish
==> notes.md <==
Physical design

The run stopped with a tool error. The flow stopped in global routing (5_1_grt). The first error in the log reads "[ERROR RSZ-0074] Failed to build tree from global routes for pin 'IO_sda' and net 'IO_sda' at grid (3450, 93150): found route to 33 pins, expected 32". OpenSTA, run right after detailed placement, puts the worst setup slack at 2830 ps. After synthesis the cells add up to 7610 sq um. According to the floorplan report, the die width is 161 microns.

The total cells reported by yosys after synthesis stands at 850. The setup fix buffers added after clock tree synthesis stands at 0. The number of unconstrained endpoints stands at 152.

The number of gates given a new drive strength after cts stands at 0. By area the synthesized netlist is led by edfxtp_1, dfxtp_1, ha_1. The number of primary I/O pins stands at 8. Among all cell types in the netlist, the one instantiated most often is nand2_1. The TritonCTS buffer count stands at 5. The sequential area share after synthesis stands at 0.408. The synthesized design contains 62 enable-type register cells. According to the floorplan log, the row count is 57. The warning tally printed by Yosys for this design is 3. Counting distinct cell types in the post-synthesis netlist gives 71. The average cell area after synthesis stands at 8.95 sq um. The die outline height stands at 161 microns. Looking at the clock tree report, the root buffer type is clkbuf_16. In this run the tool buffered the top-level ports with 6 buffer cells. The count of H-tree levels built during CTS stands at 2. No sink is reached through more buffers than the 2 on the longest clock path. For reference, the top cells by count after synthesis are nand2_1, dfxtp_1, edfxtp_1, nor2_1, clkbuf_1. The placer's final routability congestion estimate stands at 0.919. The total of hold buffers inserted after clock tree synthesis stands at 0. Of all cell types, the one taking the most synthesized area is edfxtp_1.

The count of unclocked register or latch pins stands at 90. The portion of synthesized cell area occupied by the leading cell type stands at 0.245. The gate count of the mapped netlist stands at 850.

Entering global routing, the biggest net connects 91 pins. The post-DP HPWL stands at 14100 microns. For this run, asynchronously set or reset flops after synthesis account for 0.

The stat command in Yosys gives a chip area of 7610 sq um. Post-synth the commonest register cell is edfxtp_1. The initial utilization of the core area, before any placement, comes to 0.309.

The placed cell count stands at 1139. The number of flip-flops and latches in the synthesized netlist stands at 124.
[kinds of logic after synthesis]
kind of cell | synth area share
simple gates | 0.223
compound gates | 0.183
mux | 0.0659
fa+ha+maj | 0.0510
flops | 0.408
buf+inv | 0.0472
xor+xnor | 0.0230
[stage by stage]
step           cell area, sq um  utilization
2_1_floorplan              7610            -
3_3_place_gp               7980        0.324
4_1_cts                    8120        0.330
3_5_place_dp               7980        0.324
